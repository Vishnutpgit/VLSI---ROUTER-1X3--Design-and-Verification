`/design/flow/config.mk`:
```
export PLATFORM = sky130hd
export DESIGN_NAME = Router_top
export DESIGN_NICKNAME = Router_top
export VERILOG_FILES = /design/flow/design.v
export SDC_FILE = /design/flow/constraint.sdc
export NUM_CORES = 4
export LEC_CHECK = 1
export CORE_UTILIZATION = 40
export SYNTH_HDL_FRONTEND = slang
```
`/design/flow/design.v`:
```
interface router_dst_if ( input bit clock) ;
   logic [7:0]data_out ;
   logic read_enb ;
   logic valid_out ;
clocking ddrv_cb @ (posedge clock);
 default input #1 output #1 ;
 input valid_out ;
 output read_enb;
endclocking 
clocking dmon_cb @ (posedge clock);
 default input #1 output #1 ;
 input data_out;
 input read_enb;
endclocking
modport DDRV_MP (clocking ddrv_cb );
modport DMON_MP (clocking dmon_cb );
endinterface
interface router_src_if(input bit clock);
logic pkt_valid;
logic [7:0]data_in;
logic resetn;
logic error;
logic busy;
clocking sdrv_cb @ (posedge clock);
  default input #1 output #1 ;
  output pkt_valid;
  output data_in;
  output resetn;
  input error ;
  input busy ;
endclocking
clocking smon_cb @ (posedge clock);
  default input #1 output #1 ;
  input pkt_valid;
  input data_in;
  input resetn;
  input error ;
  input busy ;
endclocking
modport SDRV_MP (clocking sdrv_cb );
modport SMON_MP (clocking smon_cb );
endinterface
module router_fifo(clock, resetn,write_enb,read_enb, soft_reset,data_in,lfd_state,empty,full,data_out);
      input clock,resetn,write_enb,read_enb,soft_reset,lfd_state;
      input [7:0]data_in;
      output empty,full;
      output reg[7:0]data_out;
      integer i;
      reg lfd_state_s;
      reg[8:0]mem[63:0];
      reg [6:0]wr_ptr ;
      reg [6:0]rd_ptr;
      reg [7:0]fifo_cntr;  
always@(posedge clock)
   begin
   if(~resetn)
     begin
       wr_ptr<=7'b0000000;
       rd_ptr<=7'b0000000;
     end
   else if(soft_reset==1'b1)
   begin
       wr_ptr<=7'b0000000;
       rd_ptr<=7'b0000000;
    end
   else
   begin
    if(write_enb && !full)
    wr_ptr<= wr_ptr + 1'b1;
    else
    wr_ptr<=wr_ptr;
   if(read_enb && !empty)
    rd_ptr<=rd_ptr + 1'b1;
   else
    rd_ptr<=rd_ptr;
   end
  end
 always@(posedge clock)
   begin
     if(~resetn) 
     begin
      for(i=0;i<64;i=i+1)
        mem[i]<=9'b0;
      end
     else if(soft_reset==1'b1)
     begin
      for(i=0;i<64;i=i+1)
         mem[i]<=9'b0;
     end
    else 
    begin 
    if(write_enb && !full)
      {mem[wr_ptr[5:0]][8],mem[wr_ptr[5:0]][7:0] }<= {lfd_state_s,data_in};
      end
   end
always@(posedge clock)
  begin
  if(~resetn)
   fifo_cntr<=8'b0;
  else if(soft_reset==1'b1)
   fifo_cntr<=8'b0;
  else if(read_enb && ~empty)
   begin
    if(mem[rd_ptr[5:0]][8] == 1'b1)
      fifo_cntr <= mem[ rd_ptr[5:0]][7:2] + 1'b1;
    else if(fifo_cntr!=0)
      fifo_cntr <= fifo_cntr - 1'b1;
   end
  end 
wire w1= ((fifo_cntr==0) && (data_out!=0)) ? 1'b1 : 1'b0;
always@(posedge clock)
  begin
     if(~resetn)
       data_out<=8'b00000000;
     else if(soft_reset==1'b1)
       data_out<=8'b0; 
     else
      begin
       if(w1)
          data_out<= 8'b0;
       else if(read_enb && !empty)
         data_out<= mem[rd_ptr[5:0]];
      end  
   end      
always@(posedge clock)
begin
if(~resetn)
  lfd_state_s<=0;
else 
  lfd_state_s<=lfd_state;
end
  assign full= (wr_ptr == {~rd_ptr[6],rd_ptr[5:0]}) ? 1'b1 : 1'b0 ;
  assign empty=  (wr_ptr==rd_ptr)?1'b1:1'b0;   
endmodule
module router_FSM(clock, resetn,pkt_valid,parity_done,data_in,soft_reset_0,soft_reset_1,soft_reset_2,
               fifo_full,low_pkt_valid,fifo_empty_0,fifo_empty_1,fifo_empty_2,detect_add,ld_state,
               laf_state,full_state,
                write_enb_reg,rst_int_reg,lfd_state,busy);
 input clock,resetn,pkt_valid,parity_done ,soft_reset_0,soft_reset_1,soft_reset_2,
          fifo_full,low_pkt_valid,fifo_empty_0,fifo_empty_1,fifo_empty_2;
 input [1:0]data_in;
 output detect_add,ld_state,laf_state,full_state,write_enb_reg,rst_int_reg,lfd_state,busy;
parameter DECODE_ADDRESS=3'b000,
          LOAD_FIRST_DATA=3'b001,
          LOAD_DATA=3'b010,
          FIFO_FULL_STATE=3'b011,
          LOAD_AFTER_FULL=3'b100,
          LOAD_PARITY=3'b101,
          CHECK_PARITY_ERROR=3'b110,
          WAIT_TILL_EMPTY=3'b111;
reg [2:0] p_state ,n_state ;
always@(posedge clock)
 begin
 if(~resetn)
     p_state<=DECODE_ADDRESS;
 else if((soft_reset_0 && data_in==2'b00)||(soft_reset_1 && data_in==2'b01)||(soft_reset_2 && data_in==2'b10))
     p_state<=DECODE_ADDRESS;
 else 
     p_state<=n_state;
 end
always@(*)
begin
if(data_in!=2'b11)
begin
case(p_state)
DECODE_ADDRESS: 
 begin
if((pkt_valid && (data_in[1:0]==2'b00) && fifo_empty_0)
  |(pkt_valid && (data_in[1:0]==2'b01) && fifo_empty_1) 
  |(pkt_valid && (data_in[1:0]==2'b10) && fifo_empty_2))
          n_state= LOAD_FIRST_DATA; 
else if((pkt_valid && (data_in[1:0]==2'b00) && (~fifo_empty_0)) 
       |(pkt_valid && (data_in[1:0]==2'b01) && (~fifo_empty_1))
       |(pkt_valid && (data_in[1:0]==2'b10) && (~fifo_empty_2))) 
          n_state= WAIT_TILL_EMPTY; 
else
          n_state= DECODE_ADDRESS; 
end
WAIT_TILL_EMPTY:begin 
    if((data_in[1:0]==2'b00) && (fifo_empty_0) 
       |((data_in[1:0]==2'b01) && (fifo_empty_1)
       |(data_in[1:0]==2'b10) && (fifo_empty_2)))
      n_state=LOAD_FIRST_DATA; 
    else 
    n_state=WAIT_TILL_EMPTY; 
  end 
LOAD_FIRST_DATA: begin 
         n_state= LOAD_DATA; 
         end
LOAD_DATA : begin 
       if(fifo_full)
       n_state= FIFO_FULL_STATE; 
       else if (!fifo_full && !pkt_valid)
       n_state= LOAD_PARITY; 
       else
       n_state= LOAD_DATA; 
   end
FIFO_FULL_STATE: begin 
      if(!fifo_full)
      n_state=LOAD_AFTER_FULL; 
      else
      n_state=FIFO_FULL_STATE; 
     end
LOAD_AFTER_FULL: begin 
      if(!parity_done && !low_pkt_valid)
      n_state=LOAD_DATA; 
      else if(!parity_done && low_pkt_valid)
      n_state=LOAD_PARITY; 
     else if(parity_done)
      n_state=DECODE_ADDRESS; 
      else 
      n_state=LOAD_AFTER_FULL; 
    end
LOAD_PARITY: begin 
     n_state=CHECK_PARITY_ERROR; 
     end
CHECK_PARITY_ERROR: begin 
    if(fifo_full)
    n_state=FIFO_FULL_STATE; 
    else if(!fifo_full)
    n_state=DECODE_ADDRESS; 
    else
    n_state=CHECK_PARITY_ERROR; 
   end
default : n_state=DECODE_ADDRESS; 
endcase
end
else 
begin
	n_state=DECODE_ADDRESS;
end	
end
assign detect_add     = (p_state==DECODE_ADDRESS) ? 1'b1 : 1'b0 ;
assign lfd_state      = (p_state== LOAD_FIRST_DATA) ? 1'b1 : 1'b0 ;
assign ld_state       = (p_state== LOAD_DATA) ? 1'b1 : 1'b0 ;
assign full_state     = (p_state== FIFO_FULL_STATE) ? 1'b1 : 1'b0 ;
assign laf_state      = (p_state== LOAD_AFTER_FULL) ? 1'b1 : 1'b0 ;
assign rst_int_reg    = (p_state== CHECK_PARITY_ERROR) ? 1'b1 : 1'b0 ;
assign write_enb_reg  = (p_state== LOAD_DATA|p_state== LOAD_AFTER_FULL|p_state== LOAD_PARITY) ? 1'b1 : 1'b0 ;
assign busy  = (p_state== LOAD_FIRST_DATA| p_state== LOAD_AFTER_FULL| p_state== FIFO_FULL_STATE| 
                 p_state== LOAD_PARITY| p_state== CHECK_PARITY_ERROR| p_state== WAIT_TILL_EMPTY) ? 1'b1 : 1'b0 ;
endmodule
module router_reg(clock,resetn,pkt_valid,data_in,fifo_full,rst_int_reg,detect_add,ld_state,laf_state,full_state,lfd_state,parity_done,low_pkt_valid,err,dout);
   input clock,resetn,pkt_valid,fifo_full,rst_int_reg,detect_add,ld_state,laf_state,full_state,lfd_state;
   input [7:0]data_in;
   output reg parity_done,low_pkt_valid,err;
   output reg [7:0]dout;
reg [7:0] header_byte, FIFO_full_state_byte,internal_parity,packet_parity;
always@(posedge clock )
begin
if(~resetn)
   dout<=0;
else if(lfd_state)
   dout<=header_byte;
else if(ld_state && ~fifo_full)
   dout<=data_in;
else if(laf_state)
   dout<=FIFO_full_state_byte;
end
always@(posedge clock)
begin
if(~resetn)
   {header_byte,FIFO_full_state_byte}<=0;
else if(pkt_valid && detect_add)
   header_byte<=data_in;
else if(ld_state && fifo_full)
   FIFO_full_state_byte<=data_in;
end
always@(posedge clock)
begin
if(~resetn)
    parity_done<=0;
else 
begin 
if(ld_state && ~fifo_full && ~pkt_valid)
    parity_done<=1'b1;
else if(laf_state && ~parity_done && low_pkt_valid)
    parity_done<=1'b1;
else
   begin
     if(detect_add)
    parity_done<=0;
   end
end
end
always@(posedge clock)
begin
  if(~resetn)
  low_pkt_valid<=0;
  else
     begin
        if(~pkt_valid && ld_state)
         low_pkt_valid<=1'b1;
        else if(rst_int_reg)
         low_pkt_valid<=0;
     end
end
always@(posedge clock)
begin
 if(~resetn)
 packet_parity<=0;
 else if((ld_state && ~pkt_valid && ~fifo_full)|| (laf_state && low_pkt_valid && ~parity_done))
 packet_parity<=data_in;
 else if(~pkt_valid && rst_int_reg)
 packet_parity<=0;
 else 
  begin
   if(detect_add)
   packet_parity<=0;
  end
end
always@(posedge clock)
begin
  if(~resetn)
  internal_parity<=0;
  else if(detect_add)
  internal_parity<=0;
  else if(lfd_state)
  internal_parity<=internal_parity^header_byte;
  else if(ld_state && pkt_valid && ~full_state)
  internal_parity<=internal_parity^data_in;
  else if(~pkt_valid && rst_int_reg)
  internal_parity<=0;
end
always@(posedge clock)
begin
  if(~resetn)
  err<=0;
 else
  begin
   if(parity_done==1'b1 &&(internal_parity!=packet_parity))
   err<=1'b1;
   else
   err<=1'b0;
  end
end
endmodule
module router_synch(clock,resetn, detect_add, data_in,write_enb_reg, read_enb_0,read_enb_1,read_enb_2,empty_0,empty_1,empty_2,
                     full_0,full_1,full_2 ,fifo_full, soft_reset_0 , soft_reset_1, soft_reset_2, valid_out_0 ,valid_out_1, valid_out_2,
                      write_enb);
input clock,resetn, detect_add,write_enb_reg;
input [1:0] data_in; 
input  read_enb_0,read_enb_1,read_enb_2,empty_0,empty_1,empty_2,
                     full_0,full_1,full_2 ;
output reg soft_reset_0 , soft_reset_1, soft_reset_2;
output reg [2:0] write_enb ;
output reg fifo_full;
output  valid_out_0 , valid_out_1, valid_out_2;
reg [1:0] int_add_reg; 
reg [4:0]timer0;
reg [4:0]timer1;
reg [4:0]timer2;
wire w0 = (timer0==5'd29) ? 1'b1: 1'b0;
wire w1 = (timer1==5'd29) ? 1'b1: 1'b0;
wire w2 = (timer2==5'd29) ? 1'b1: 1'b0;
always@(posedge clock)
begin
   if(~resetn)
       int_add_reg<=0;
   else if(detect_add)
     int_add_reg<= data_in;
end
always@(* )
begin
   write_enb<=3'b000;
  if(write_enb_reg)
    begin
    case(int_add_reg)
    2'b00 :  write_enb <= 3'b001;
    2'b01 :  write_enb <= 3'b010;
    2'b10 :  write_enb <= 3'b100;
    default : write_enb <= 3'b000;
    endcase
    end
end
always@(*)
begin
   case(int_add_reg)
   2'b00 :  fifo_full <= full_0;
   2'b01 :  fifo_full <= full_1;
   2'b10 :  fifo_full <= full_2;
   default :  fifo_full <= 0;
   endcase
end
assign valid_out_0=~empty_0;
assign valid_out_1=~empty_1;
assign valid_out_2=~empty_2;
always@(posedge clock)
begin
 if(~resetn)
    begin
    timer0<=0;
    soft_reset_0 <=0;
    end
 else if(valid_out_0)
      begin
        if(!read_enb_0)
         begin
             if(w0)
               begin
               soft_reset_0<=1'b1;
               timer0<=5'd0;
               end
             else 
                begin
                soft_reset_0<=1'b0;
                timer0<= timer0 + 5'd1;
                end
          end
       end
end
always@(posedge clock)
begin
 if(~resetn)
    begin
    timer1<=0;
    soft_reset_1<=0;
    end
 else if(valid_out_1)
      begin
        if(!read_enb_1)
         begin
             if(w1)
               begin
               soft_reset_1<=1'b1;
               timer1<=5'd0;
               end
             else 
                begin
                soft_reset_1<=1'b0;
                timer1<= timer1 + 5'd1;
                end
          end
       end
end
always@(posedge clock)
begin
 if(~resetn)
    begin
    timer2<=0;
    soft_reset_2<=0;
    end
 else if(valid_out_2)
      begin
        if(!read_enb_2)
         begin
             if(w2)
               begin
               soft_reset_2<=1'b1;
               timer2<=5'd0;
               end
             else 
                begin
                soft_reset_2<=1'b0;
                timer2<= timer2 + 5'd1;
                end
          end
       end
end
endmodule
module Router_top(clock,resetn,read_enb_0,read_enb_1,read_enb_2,pkt_valid,data_in,data_out_0,data_out_1,data_out_2,valid_out_0,valid_out_1,valid_out_2,error,busy);
input clock,resetn,read_enb_0,read_enb_1,read_enb_2,pkt_valid;
input [7:0]data_in;
output  [7:0]data_out_0,data_out_1,data_out_2;
output  busy,error,valid_out_0,valid_out_1,valid_out_2;
wire empty0,empty1,empty2;
wire full0,full1,full2;
wire [7:0]d_out;
wire lfd;
wire softr0,softr1,softr2;
wire [2:0]wr_enb;
wire par_dn;
wire f_full;
wire lp_valid;
wire ld;
wire laf;
wire full_s;
wire wr_en_reg;
wire rst_reg;
wire d_add;
router_fifo rtr_fifo1(.clock(clock), .resetn(resetn),.write_enb(wr_enb[0]),.read_enb(read_enb_0), .soft_reset(softr0),.data_in(d_out),.lfd_state(lfd),.empty(empty0)
                                       ,.full(full0),.data_out(data_out_0));
router_fifo rtr_fifo2(.clock(clock), .resetn(resetn),.write_enb(wr_enb[1]),.read_enb(read_enb_1), .soft_reset(softr1),.data_in(d_out),.lfd_state(lfd),.empty(empty1)
                                      ,.full(full1),.data_out(data_out_1));
router_fifo rtr_fifo3(.clock(clock), .resetn(resetn),.write_enb(wr_enb[2]),.read_enb(read_enb_2), .soft_reset(softr2),.data_in(d_out),.lfd_state(lfd),.empty(empty2)
                                        ,.full(full2),.data_out(data_out_2));
router_FSM rtr_fsm(.clock(clock), .resetn(resetn),.pkt_valid(pkt_valid),.parity_done(par_dn),.data_in(data_in[1:0]),.soft_reset_0(softr0),.soft_reset_1(softr1),.soft_reset_2(softr2),
               .fifo_full(f_full),.low_pkt_valid(lp_valid),.fifo_empty_0(empty0),.fifo_empty_1(empty1),.fifo_empty_2(empty2),.detect_add(d_add),.ld_state(ld),
               .laf_state(laf),.full_state(full_s),
                .write_enb_reg(wr_en_reg),.rst_int_reg(rst_reg),.lfd_state(lfd),.busy(busy));
router_reg rtr_reg(.clock(clock),.resetn(resetn),.pkt_valid(pkt_valid),.data_in(data_in),.fifo_full(f_full),.rst_int_reg(rst_reg),.detect_add(d_add),.ld_state(ld),
                 .laf_state(laf),.full_state(full_s),.lfd_state(lfd),.parity_done(par_dn),.low_pkt_valid(lp_valid),.err(error),.dout(d_out));
router_synch rtr_synch(.clock(clock),.resetn(resetn), .detect_add(d_add), .data_in(data_in[1:0]),.write_enb_reg(wr_en_reg), .read_enb_0(read_enb_0),.read_enb_1(read_enb_1),
                      .read_enb_2(read_enb_2),.empty_0(empty0) ,.empty_1(empty1),.empty_2(empty2), .full_0(full0),.full_1(full1),.full_2(full2) ,
                       .fifo_full(f_full), .soft_reset_0(softr0) , .soft_reset_1(softr1), 
                      .soft_reset_2(softr2), .valid_out_0(valid_out_0) ,.valid_out_1(valid_out_1), .valid_out_2(valid_out_2),.write_enb(wr_enb));
endmodule
```
`/design/flow/constraint.sdc`:
```
current_design Router_top

set clk_period 26.5
set clk_io_pct 0.2

create_clock -name clk0 -period $clk_period [get_ports {clock}]

set non_clock_inputs [all_inputs -no_clocks]
set_input_delay [expr $clk_period * $clk_io_pct] -clock clk0 $non_clock_inputs
set_output_delay [expr $clk_period * $clk_io_pct] -clock clk0 [all_outputs]
```
`/design/flow/run.sh`:
```
#!/bin/bash
# OpenROAD 26Q1-2900-gdf79404cd8, Yosys 0.63+post, stock flow scripts
make -C /OpenROAD-flow-scripts/flow DESIGN_CONFIG=/design/flow/config.mk WORK_HOME=/design/flow/orfs finish
```
==> impl_summary.log <==
[flow] collecting metrics
INFO  metric synth-simple-area-share = roughly 15%
INFO  metric timing.max_cap.violations = 0
INFO  metric number_of_placed_i_o_pins = about 43
INFO  metric timing.critical_path.required = 21.20 ns
INFO  metric yosysSeqAreaShare = roughly 45%
INFO  metric worst_tran_pin_value = 1.01 ns
INFO  metric yosys_register_bits = ~1.9k
INFO  metric synth.yosys.warnings = 0
INFO  metric grt_antenna_before_repair = 7
INFO  metric grt_first_pass_wirelength = slightly below 400 mm
INFO  metric power.leakage = 28.9 nW
INFO  metric yosys_cells = 9300
INFO  metric grt_max_degree = ~180
INFO  metric port_buffers = approximately 42
INFO  metric floorplan.rows = 168
INFO  metric overflow = 0
INFO  metric synth-edff-count = 0
INFO  metric dr.first_iter.drc_count = ~6k
INFO  metric ctsLongestPathBuffers = 3
INFO  metric tritoncts_clock_tree = done
INFO  metric area_growth = 10.5%
INFO  metric rr_endpoint = rtr_fifo3.fifo_cntr[7]$_SDFFE_PP0P_
INFO  metric worstSkewPairLatency = roughly 0.86 ns
INFO  metric grt_usage = 24.6%
INFO  metric ant_nets = 0
INFO  metric startpoint_type_of_the_worst_setup_path = flip-flop
INFO  metric critPathCaptureType = output port
INFO  metric synth_top_flop_cell = dfxtp_1
INFO  metric worstHoldPathType = flip-flop to flip-flop
INFO  metric synthDistinctLibCells = ~86
INFO  metric post-cts-setup-buffer-count = 0
INFO  metric cell_count_after_synthesis = 9300
INFO  metric post_synth.cell_area_avg = ~9.1 µm²
INFO  metric hold_violation_total_from_the_final_report = 0
INFO  metric die_w = 462 µm
INFO  metric worst_hold_startpoint = rtr_fifo3.mem[13]$_SDFFE_PP0P_
INFO  metric skew = just over 0.08 ns
INFO  metric final_core_utilization = around 45%
INFO  metric overall_die_area = 0.214 mm²
INFO  metric crit_path_max_fanout = 19
INFO  metric wl_per_cell = 21.5 µm
INFO  metric asyncSetResetFlopFracSynth = 0%
INFO  metric worst-r2r-cell-count = 11
INFO  metric wirelength = 254 mm
INFO  metric outcome = finished clean
INFO  metric setup.reg_to_reg.worst_slack = between 20 and 25 ns
INFO  metric warnings = between 40 and 50
INFO  metric worst_r2r_startpoint = rtr_fifo3.rd_ptr[0]$_SDFFE_PP0P_
INFO  metric detail_route.drc_violations = 0
INFO  metric synth_area = ~0.085 mm²
INFO  metric first_global_vias = around 65k
INFO  metric worst_hold_path.num_cells = 2
INFO  metric timing.slew.headroom = 31.9%
INFO  metric post_route_cells_drive_above_1_share = 12.7%
INFO  metric yosys.area_share.aoi = between 10% and 20%
INFO  metric fill_cells = about 19k
INFO  metric cts.hold.buffers_added = 0
INFO  metric slew_viol_final = 0
INFO  metric fp_util = 40.4%
INFO  metric cts.sinks = between 1.5k and 2k
INFO  metric mux_area_share = between 10% and 20%
INFO  metric setup-violations-final = 0
INFO  metric chipHeight = approximately 460 µm
INFO  metric peakVddDrop = 0.0000690 V
INFO  metric ys_sh_xor = less than 1%
INFO  metric finalSetupTns = 0 ns
INFO  metric resize_count_post_cts = 0
INFO  metric h-tree-depth = 4
INFO  metric data_arrival_critical_path = around 3.4 ns
INFO  metric yosys_stat_chip_area = roughly 0.085 mm²
INFO  metric core_region_area = between 0.2 and 0.25 mm²
INFO  metric count_of_tritonroute_iterations_in_the_first_routing_pass = 5
INFO  metric period_utilization_post_route = 32.7%
INFO  metric largestRegisters = rtr_fifo1.mem: 576 flops, rtr_fifo2.mem: 576 flops, rtr_fifo3.mem: 576 flops
INFO  metric globalplace.congestion = ~0.9
INFO  metric crit_type = flip-flop to output port
INFO  metric rsz0062_at_grt = false
INFO  metric fa_ha_area_share = less than 1%
INFO  metric post_drt_via_cell_ratio = just under 6
INFO  metric p_per_area = 62.1 mW/mm²
INFO  metric final.min_clock_period = ~8.7 ns
INFO  metric root_buffer = clkbuf_16
INFO  metric dr_total_vias = approximately 68k
INFO  metric dp.final_hpwl = 150 mm
INFO  metric maxClockFrequency = ~120 MHz
INFO  metric dominant_kind_of_combinational_cell = multiplexers
INFO  metric mostFrequentLayoutCell = dfxtp_1
INFO  metric worst_setup_hold_path_clk_slew = 0.06 ns
INFO  metric tritoncts.num_buffers = 199
INFO  metric hold_endpoint = rtr_fifo3.mem[13]$_SDFFE_PP0P_
INFO  metric lay_top_cells = dfxtp_1, nand2_1, a21oi_1
[logic make-up after synthesis]
family / after synthesis
DFF: 1890
xor gates and xnor gates: 96
and+or+nand+nor: 3050
muxes: 1097
buffers and inverters: 950
adders and majority gates: 21
AOI/OAI and AO/OA: 2196
[worst max-delay path, cell delays in order (launching register included)]
cell and delay [ns]:
dfxtp_1 0.84, xnor2_1 0.22, and4_1 0.24, nand3_1 0.52
clkdlybuf4s50_1 0.67
[worst max-delay path by stage]
stage                                       startpoint          end  slack [ns]  cells after the start
final                 rtr_fifo1.rd_ptr[4]$_SDFFE_PP0P_  valid_out_0       17.84                      4
after CTS             rtr_fifo1.rd_ptr[4]$_SDFFE_PP0P_  valid_out_0       17.78                      4
after global routing  rtr_fifo1.rd_ptr[4]$_SDFFE_PP0P_  valid_out_0       17.74                      4
[cell type report]
type	instances	area, µm²	area share, %
Antenna cell	2	5.00	0.00534
Clock buffer	302	5930	6.33
Clock inverter	67	838	0.895
Inverter	30	113	0.120
Multi-Input combinational cell	6460	43100	46.1
Sequential cell	1890	37900	40.5
Tap cell	2805	3510	3.75
Timing Repair Buffer	266	2210	2.36
[through the flow]
stage | power, mW | std cells | area (µm²) | setup WS (ns) | hold WS (ns)
6_report | 5.81 | 11822 | 93600 | 17.84 | 0.451
5_1_grt | 5.98 | 11822 | 93600 | 17.74 | 0.465
4_1_cts | 5.86 | 11820 | 93600 | 17.78 | 0.452
3_5_place_dp | 3.02 | 11451 | 86900 | 18.25 | 0.443
3_3_place_gp | 3.02 | 11451 | 86900 | 18.33 | 0.437
2_1_floorplan | 2.99 | 9300 | 84700 | 20.01 | 0.431
[Yosys cell counts, drive strengths merged, types with 19 or more instances]
| library cell | count | share of area [%] |
|---|---|---|
| nand3b | 19 | 0.17 |
| nor2b | 33 | 0.24 |
| ha | 21 | 0.31 |
| a211oi | 23 | 0.20 |
| xor2 | 40 | 0.41 |
| nor2 | 740 | 3.4 |
| a21oi | 1293 | 7.6 |
| nor3 | 83 | 0.50 |
| o21ai | 686 | 4.1 |
| nand2b | 27 | 0.20 |
| nand3 | 591 | 3.5 |
| a22oi | 36 | 0.32 |
| inv | 27 | 0.12 |
| a22o | 24 | 0.25 |
| dfxtp | 1890 | 45 |
| o22ai | 23 | 0.17 |
| mux4 | 461 | 12 |
| nand4 | 21 | 0.16 |
| nand2 | 1419 | 6.3 |
| and2 | 24 | 0.18 |
| mux2i | 618 | 7.3 |
| xnor2 | 56 | 0.58 |
| clkbuf | 615 | 2.7 |
| buf | 305 | 2.0 |
| nor4 | 19 | 0.18 |
[power by group]
part           internal (mW)  switching [mW]
logic                 0.0251          0.0826
clock network           1.65            1.21
registers               2.84         0.00593
[metal layers]
metal / vias up / GRT usage (%) / wire, µm
met5: - / 0.452 / 145
met4: 8 / 5.87 / 6960
met3: 433 / 7.75 / 24200
met2: 2524 / 35.9 / 114000
met1: 33450 / 36.9 / 109000
li1: 31954 / - / -
Power is estimated from default activity; no workload was simulated.
